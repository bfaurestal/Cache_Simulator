===== /design/flow/config.mk =====
export PLATFORM = sky130hd
export DESIGN_NAME = mesi_protocol
export DESIGN_NICKNAME = mesi_protocol
export VERILOG_FILES = /design/flow/design.v
export SDC_FILE = /design/flow/constraint.sdc
export NUM_CORES = 4
export LEC_CHECK = 1
export CORE_AREA = 10 10 70 70
export DIE_AREA = 0 0 80 80

===== /design/flow/constraint.sdc =====
current_design mesi_protocol

set clk_period 2.0
set clk_io_pct 0.2

create_clock -name clk0 -period $clk_period [get_ports {clk}]

set non_clock_inputs [all_inputs -no_clocks]
set_input_delay [expr $clk_period * $clk_io_pct] -clock clk0 $non_clock_inputs
set_output_delay [expr $clk_period * $clk_io_pct] -clock clk0 [all_outputs]

===== /design/flow/design.v =====
module mesi_protocol(clk, reset, first_read, r_w_s_i, detect);
input clk;
input reset;
input [1:0] r_w_s_i;
input first_read;
output reg detect;
reg [1:0] state;
initial
begin
	state = 2'b00;
end
always @(posedge clk, posedge reset)
begin
	if (reset)
		state <= 2'b00;
	else
	begin
		if (r_w_s_i == 2'b00)  
			case (state)
				2'b00:
				begin
					state <= 2'b10;
				end
				2'b01:
				begin
					state <= 2'b10;
				end
				2'b10:
				begin
					state <= 2'b11;
				end
				2'b11:
				begin
					state <= 2'b11;
				end
			endcase
		else if (r_w_s_i == 2'b01) 
			case (state)
				2'b00:
				begin
					if (first_read == 1'b1)
						state <= 2'b10;
					else
						state <= 2'b01;
				end
				2'b01:
				begin
					state <= 2'b01;
				end
				2'b10:
				begin
					state <= 2'b01;
				end
				2'b11:
				begin
					state <= 2'b11;	
				end
			endcase		
		else if (r_w_s_i == 2'b10) 
			case (state)
				2'b00:
				begin
					state <= 2'b00;
				end
				2'b01:
				begin
					state <= 2'b00;
				end
				2'b10:
				begin
					state <= 2'b00;
				end
				2'b11:
				begin
					state <= 2'b00;	
				end
			endcase			
		else  
			case (state)
				2'b00:
				begin
					state <= 2'b00;
				end
				2'b01:
				begin
					state <= 2'b00;
				end
				2'b10:
				begin
					state <= 2'b00;
				end
				2'b11:
				begin
					state <= 2'b00;	
				end
			endcase			
		end
end
always @(posedge clk, posedge reset)
begin
	if (reset)
		detect <= 0;
	else if (state == 2'b11)
		detect <= 1;
	else
		detect <= 0;
end
endmodule

===== /design/flow/run.sh =====
#!/bin/bash
# OpenROAD 26Q1-2900-gdf79404cd8, Yosys 0.63+post, stock flow scripts
make -C /OpenROAD-flow-scripts/flow DESIGN_CONFIG=/design/flow/config.mk WORK_HOME=/design/flow/orfs finish

==> Table 3: Implementation characteristics <==
Implementation parameters

Parameter                              Value

Finish
  Synth-to-layout area growth    110%
  Non-Filler Instances    66
  Share of post-route cells with drive strength above 1    20.0%
  Final std cell area, no fill    255 um^2
  Post-layout utilization of the core    7.47%

Yosys
  Most instantiated library cell after synthesis    sky130_fd_sc_hd__dfrtp_1
  Post-synthesis chip area from yosys    121 um^2
  Flip-flop and latch count after synthesis    3
  Gate Count Post-Synth    11
  Count of different cell masters after synthesis    8
  Cell area after synthesis    121 um^2
  Average cell area after synthesis    11.0 um^2
  Yosys warning tally    1
  Main area contributors after synthesis    sky130_fd_sc_hd__dfrtp_1 62%, sky130_fd_sc_hd__nand2b_4 11%, sky130_fd_sc_hd__inv_1 6.2%
  Portion of the post-synthesis area used by sequential elements    61.9%
  Async SR Flop Fraction    100%
  Flip-flops with a built-in enable    0
  Fraction of synthesized cell area taken by the top area cell type    61.9%
  Cell type with the highest aggregate area in the netlist    sky130_fd_sc_hd__dfrtp_1
  Most used DFF post-synth    sky130_fd_sc_hd__dfrtp_1
  Commonest cells post-synth    3 x sky130_fd_sc_hd__dfrtp_1, 2 x sky130_fd_sc_hd__inv_1
  Yosys cell count    11

STA
  Final hold slack    0.335 ns
  Max_slew headroom    91.2%
  Transition time at the pin with the least slew margin    0.133 ns
  Highest clock frequency the design can meet    716 MHz
  Unrepaired setup endpoints after global routing    no
  Final slew viol count    0
  Final count of negative-setup-slack endpoints    0
  Final hold vios    0
  Maximum clock skew at final layout    0.000921 ns
  Slack of the critical path    0.604 ns
  Time the final worst path needs with I/O delays and setup    1.40 ns
  Final setup TNS    0 ns
  Post-route clock period utilization    69.8%

Worst setup path
  Kind of start point of the critical path    flip-flop
  Worst R2R Setup Slack    1.05 ns
  Critical-path top delay cell    sky130_fd_sc_hd__clkdlybuf4s50_1
  Reg2reg start    state[0]
  Maximum fanout along the worst path    1
  Length in cells of the worst reg-to-reg path    3
  Classification of the worst setup path    flip-flop to output port
  Total buffers and inverters traversed by the critical path    1
  Endpoint of the worst-slack reg-to-reg timing path    state[1]
  CP peak stage delay    0.46 ns
  Critical path, cell by cell    clkdlybuf4s50_1
  Worst path required time    1.60 ns
  WP data arrival    1.00 ns
  CP top delay family    buffers and inverters
  Endpoint class of the critical path    output port

Pwr
  PnR Total Power    0.191 mW
  Static leakage    0.102 nW
  Net Switching    0.0375 mW
  Combinational share of power    10.5%
  Power per Cell Area    747 nW/um^2
  Clock network power share    54.3%
  Cell internal pwr    0.153 mW
  Sequential fraction of design power    35.2%
  Max VDD drop    0.115 mV
  Net Sw Frac    19.7%

Clock tree
  Clock transition at the registers of the reported paths    0.03 ns
  CTS max path bufs    2
  Clock tree sinks    3
  Clock tree from TritonCTS    done
  PostCTS Resize Cnt    0
  Insertion delay of the later-clocked pin in the worst-skew pair    0.23 ns
  Clock tree root driver cell    sky130_fd_sc_hd__clkbuf_4
  H-tree depth    1
  Number of CTS-inserted buffers    3
  Number of buffers inserted for hold repair after clock tree synthesis    0
  Post-CTS setup repair buffer count    0

Route
  Highest metal used    met3
  Count of antenna diodes in the layout    0
  Routed met1 length    115 um
  Number of DRC violations after detailed-routing iteration 0    1
  Routed via count divided by cell count    1.64
  ANT nets after route    0
  Detailed Route WL    330 um
  Routed met2 length    123 um
  Via count    108
  Drt drc    0
  Per-cell routed wire length    5.00 um
  Met3 layer wire length in the routed design    92 um
  1st-pass router iterations    2

Placed design
  Last weighted congestion value of the routability-driven placer    0.624
  Placed standard-cell area    229 um^2
  Placed instance count    62
  IO buf count    5
  Pre-CTS worst setup slack    0.593 ns

GRT
  Total global routing overflow    0
  Global-route usage over all layers    1.30%
  Antenna violations before repair    0
  Wire length of the first global-routing pass    558 um
  Number of global-route vias before repair    124
  Pin count of the biggest net entering global routing    4

Floorplan
  Die Span Y    80 um
  Site row count    21
  Chip width    80 um
  Boundary Pins    6
  Pre-placement core utilization    3.55%
  Total die size    6400 um^2
  Core ar.    3420 um^2

Outcome
  Outcome    complete, no violations

Min path
  Hold crit path type    input port to asynchronous set/reset pin

Run
  Count of tool warnings    25
  Max_cap viols    0
-- layout make-up --
cell class	count	area [um^2]
Multi-Input combinational cell	6	38.8
Inverter	2	7.51
Clock buffer	4	26.3
Fill cell	409	3160
Tap cell	46	57.6
Sequential cell	3	75.1
Timing Repair Buffer	5	50.0
-- metal layers --
| layer | vias up | global-route usage (%) |
|---|---|---|
| li1 | 53 | - |
| met1 | 47 | 1.20 |
| met2 | 8 | 1.36 |
| met3 | 0 | 2.27 |
| met4 | 0 | 0.176 |
| met5 | - | 0 |
-- placed cells by master (no fill, tap or decap) --
master,instances
sky130_fd_sc_hd__a31oi_1,1
sky130_fd_sc_hd__clkdlybuf4s50_1,5
sky130_fd_sc_hd__a21oi_1,1
sky130_fd_sc_hd__nor2_1,1
sky130_fd_sc_hd__or2_1,1
sky130_fd_sc_hd__clkbuf_4,3
sky130_fd_sc_hd__clkbuf_1,1
sky130_fd_sc_hd__dfrtp_1,3
sky130_fd_sc_hd__nand2_1,1
sky130_fd_sc_hd__nand2b_4,1
sky130_fd_sc_hd__inv_1,2
-- registers in the layout (all words and copies together) (netlist names) --
| register | flops |
|---|---|
| state | 2 |
| detect | 1 |
-- worst max path at each step --
stage / to / from / slack, ns / depth (start not counted)
global route: detect / detect / 0.55 / 1
finish: detect / detect / 0.60 / 1
CTS: detect / detect / 0.58 / 1
-- power groups by stage --
stage     combinational (mW)  sequential, mW  clock (mW)
4_1_cts               0.0205          0.0670       0.108
5_1_grt               0.0222          0.0677       0.115
6_report              0.0200          0.0671       0.104
-- cells by family (layout without fill, tap and decap cells) --
| group | after synthesis | count (layout) | share of synthesized area (%) |
|---|---|---|---|
| AND/OR/NAND/NOR | 4 | 4 | 22.7 |
| flip-flops | 3 | 3 | 61.9 |
| AND-OR/OR-AND | 2 | 2 | 9.28 |
| buffers and inverters | 2 | 11 | 6.19 |
No activity file was given, so power comes from the tool's default toggle rates.
